<file path="run.sh">
#!/bin/bash
# OpenROAD 26Q1-2900-gdf79404cd8, Yosys 0.63+post, stock flow scripts
make -C /OpenROAD-flow-scripts/flow DESIGN_CONFIG=/design/flow/config.mk WORK_HOME=/design/flow/orfs finish
</file>
<file path="constraint.sdc">
current_design hex_driver

set clk_period 1.9
set clk_io_pct 0.2

create_clock -name clk0 -period $clk_period

set non_clock_inputs [all_inputs -no_clocks]
set_input_delay [expr $clk_period * $clk_io_pct] -clock clk0 $non_clock_inputs
set_output_delay [expr $clk_period * $clk_io_pct] -clock clk0 [all_outputs]
</file>
<file path="config.mk">
export PLATFORM = sky130hd
export DESIGN_NAME = hex_driver
export DESIGN_NICKNAME = hex_driver
export VERILOG_FILES = /design/flow/design.v
export SDC_FILE = /design/flow/constraint.sdc
export NUM_CORES = 4
export LEC_CHECK = 1
export CORE_AREA = 10 10 70 70
export DIE_AREA = 0 0 80 80
</file>
<file path="design.v">
module  hex_driver (
  input      [4:0] InVal,
  output reg [7:0] OutVal
);
always @(InVal)
begin
  case (InVal)
  5'd0	 : OutVal = 8'hC0;  
  5'd1	 : OutVal = 8'hF9;  
  5'd2	 : OutVal = 8'hA4;  
  5'd3	 : OutVal = 8'hB0;  
  5'd4	 : OutVal = 8'h99;  
  5'd5	 : OutVal = 8'h92;  
  5'd6	 : OutVal = 8'h82;  
  5'd7	 : OutVal = 8'hF8;  
  5'd8	 : OutVal = 8'h80;  
  5'd9	 : OutVal = 8'h90;  
  5'd10	 : OutVal = 8'h88;  
  5'd11	 : OutVal = 8'h83;  
  5'd12	 : OutVal = 8'hC6;  
  5'd13	 : OutVal = 8'hA1;  
  5'd14	 : OutVal = 8'h86;  
  5'd15	 : OutVal = 8'h8E;  
  5'd16	 : OutVal = 8'hAF;  
  5'd17	 : OutVal = 8'h90;  
  5'd18	 : OutVal = 8'hA3;  
  5'd19	 : OutVal = 8'h89;  
  default : OutVal = 8'hFF;  
  endcase
end
endmodule
</file>
==> flow_summary.yaml <==
# implementation run metrics
synth:
  top_cells_by_area: "ha_1 22%, buf_6 8.5%, a21oi_1 7.6%"
  yosysMostFrequentCell: "ha_1"
  postSynthSeqShare_pct: 0
  yosys-top-cells-count: "7 x ha_1, 6 x a21oi_1, 5 x nor2_1"
  synth_cell_types: 28
  ys_warn_count: 1
  synthesis.area_um2: 396.6
  synth_cells: 55
  syn_avg_cell_area_um2: 7.211
  yosys-stat-area_um2: 396.6
  netlist.area_leader.share_pct: 22.08
  largest_area_cell: "ha_1"
  yosys_cells: 55
route:
  wl_per_cell_um: 11.18
  post-route-drc-count: 0
  wl_mm: 1.409
  vias: 491
  drtIter0Drc: 41
  ant_nets: 0
  firstDrtPassIters: 4
  vias_per_cell: 3.897
  diodes: 0
sta:
  setup_ws_ps: 6.504
  rsz0062_at_grt: "yes"
  period_used_pct: 99.66
  finalSetupViolCount: 0
  drv_slew: 0
  hold_viol_final: 0
  fmax_mhz: 528.1
  fin_crit_ps: 1893
setup_path:
  critPathMaxFanout: 8
  crit_path_top_delay_cell: "dlygate4sd2_1"
  startpoint_type: "primary input"
  path_class: "in -> out"
  critPathRequiredTime_ps: 1520
  cp.arrival_ps: 1510
  critPathCaptureType: "output pin"
  slowest_delay_ps: 250
  cp.buffers_inverters: 4
  path_cells: "clkdlybuf4s15_2 > buf_12 > buf_4 > nor2_2 > a21oi_1 > o22a_1 > dlygate4sd2_1"
  path_delay_family: "buffers and inverters"
grt:
  grt_max_degree: 9
  track_usage_pct: 4.133
  grt_pass1_vias: 508
  grt_first_pass_wirelength_mm: 2.297
  gr-total-overflow: 0
  antenna_found_initial: 0
power:
  power_density_nw_per_um2: 207.9
  leakagePower_uw: 0.0003060
  combPwrFrac_pct: 100.0
  internal_power_uw: 86.18
  p_sw_share_pct: 45.14
  seqPwrFrac_pct: 0
  power_uw: 157.1
  clockPowerShare_pct: 0
  p_switching_uw: 70.92
  ir_worst_vdd_uv: 56.57
floorplanning:
  core_util_floorplan_pct: 11.61
  chipHeight_um: 80
  pin_count: 13
  core_area_um2: 3416
  die-width_um: 80
  chip_area_um2: 6400
  rows: 21
outcome:
  status: "completed"
clock_network:
  hold_buffers: 0
run:
  warnings: 39
  drv_cap: 0
worst_hold_path:
  hold_class: "in -> out"
layout:
  flop-count: 0
  syn_to_final_growth_pct: 90.54
  seqCellArea_um2: 0
  n_clock_buffer: 0
  final_layout_size_suffix_gt1_share_pct: 51.25
placed_design:
  hpwl_um: 958.8
  pre_cts_ws_ps: -748.1
  placement.io_buffers: 12
  gp_congestion: 0.7429
[routing by layer]
layer | GRT usage [%] | part of all wire [%]
met4 | 0.5282 | 1.1
met3 | 0.7955 | 4.3
met5 | 0 | 0
met2 | 6.421 | 43
met1 | 5.867 | 52
[cells in the final DEF (no fill, tap or decap), types with 2 or more instances in the layout]
master,instances
buf_4,15
dlygate4sd2_1,6
a21oi_1,5
o21ai_1,4
nor2_1,3
ha_4,3
ha_1,3
inv_4,2
inv_2,2
a21oi_2,2
nand2_1,2
a211oi_2,2
buf_6,2
buf_2,2
clkdlybuf4s15_2,2
buf_12,2
[cells by family after synthesis]
logic type / Yosys count / share of synthesized area [%]
multiplexers: 1 / 2.839
AND/OR/NAND/NOR: 13 / 16.41
XOR/XNOR: 1 / 2.209
adder cells (fa/ha/maj): 7 / 22.08
AND-OR/OR-AND: 22 / 38.49
buffers and inverters: 10 / 17.03
other: 1 / 0.9455
[power groups by stage]
| stage | sequential (uW) | combinational (uW) | clock (uW) |
|---|---|---|---|
| CTS | 0 | 148 | 0 |
| global route | 0 | 171 | 0 |
| finish | 0 | 157 | 0 |
[final timing paths]
kind / start / end / slack, ps / depth (start not counted)
hold / removal: InVal[0] / OutVal[1] / 1310 / 4
setup / recovery: InVal[4] / OutVal[1] / 7 / 7
[layout make-up]
| type | instances | area, um2 |
|---|---|---|
| fillers | 380 | 2660 |
| multi-input cells | 45 | 404.1 |
| repair buffers | 30 | 270.3 |
| well taps | 46 | 57.56 |
| inverters | 5 | 23.77 |
[worst min-delay path, stage by stage]
cell	delay, ps
buf_6	120
inv_4	90
o22a_1	130
dlygate4sd2_1	210
[per-stage QoR]
step	cell area [um2]	setup TNS, ps	utilization, %	instances	hold WS [ps]
2_1_floorplan	396.6	0	-	55	837.4
3_3_place_gp	620.6	-4446	18.17	119	1954
3_5_place_dp	620.6	-4687	18.17	119	1959
4_1_cts	732.0	0	21.43	126	1316
5_1_grt	755.7	-101.3	22.12	126	1348
6_report	755.7	0	22.12	126	1309
[timing repair]
action                                  4_1_cts  5_1_grt
gates resized                                42        6
endpoints found under the setup margin        7        7
pin swaps                                     2        1
buffers inserted                              7        0
Power figures rest on the tool's default switching activity, not on a simulated workload.
