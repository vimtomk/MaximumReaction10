<file path="/design/flow/run.sh">
#!/bin/bash
# OpenROAD 26Q1-2900-gdf79404cd8, Yosys 0.63+post, stock flow scripts
make -C /OpenROAD-flow-scripts/flow DESIGN_CONFIG=/design/flow/config.mk WORK_HOME=/design/flow/orfs finish
</file>
<file path="/design/flow/config.mk">
export PLATFORM = sky130hd
export DESIGN_NAME = alu
export DESIGN_NICKNAME = alu
export VERILOG_FILES = /design/flow/design.v
export SDC_FILE = /design/flow/constraint.sdc
export NUM_CORES = 4
export LEC_CHECK = 1
export CORE_UTILIZATION = 50
</file>
<file path="/design/flow/constraint.sdc">
current_design alu

set clk_period 6.2
set clk_io_pct 0.2

create_clock -name clk0 -period $clk_period [get_ports {clk}]

set non_clock_inputs [all_inputs -no_clocks]
set_input_delay [expr $clk_period * $clk_io_pct] -clock clk0 $non_clock_inputs
set_output_delay [expr $clk_period * $clk_io_pct] -clock clk0 [all_outputs]
</file>
<file path="/design/flow/design.v">
module alu (
  input    clk,
  input  [7:0]  operandA,
  input  [7:0]  operandB,
  input  [2:0]  opCode,
  output [15:0] opResult
);
  reg [15:0] myReg;
  always @(posedge clk)
  begin
	case (opCode)
		3'b000 : myReg <= operandA + operandB;  
		3'b001 : myReg <= operandA - operandB;  
		3'b010 : myReg <= operandA ^ operandB;  
		3'b011 : myReg <= operandA & operandB;  
		3'b100 : myReg <= operandA | operandB;  
		3'b101 : myReg <= operandA[7:0] *  operandB[7:0];  
		3'b110 : myReg <= operandA[7:0] << operandB[3:0];  
		default: myReg <= operandB[7:0] >> operandB[3:0];  
	endcase
  end
  assign opResult = myReg;  
endmodule
</file>
==> impl_metrics.tcl <==
# collected from the flow reports
set metrics [dict create \
    ys_seq_share_pct 7.79 \
    die_area_um2 8590 \
    via_count 3855 \
    cap_violations 0 \
    min_from "opCode[1]" \
    antenna_found_initial 1 \
    fin_crit_sh_pct 92.6 \
    grt_pass1_wl_mm 20.1 \
    via_per_inst 5.87 \
    cts_buffer_depth 2 \
    postLayoutCellArea_um2 4680 \
    root_buffer "clkbuf_8" \
    worst_slew_pin_slew_ns 0.605 \
    hold_viol 0 \
    edf_count 0 \
    cp_data_arrival_time_ns 5.87 \
    worstPathMaxFanout 7 \
    initialDrtViolationCount 208 \
    fill_cells 771 \
    period_minus_slack_ns 5.74 \
    slew_violations 0 \
    critPathLaunch "operandB[7]" \
    crit_required_ns 6.33 \
    io_pins 36 \
    grt_start_max_net_pins 30 \
    fin_util_pct 59.7 \
    dp_hpwl_mm 10.4 \
    relSlewSlack_pct 59.6 \
    detail_route.wl_per_cell_um 19.1 \
    postSynthAreaPerCell_um2 7.95 \
    ys_warn_count 1 \
    io_buffers 35 \
    track_usage_pct 32.3 \
    cp-end-kind "flop" \
    crit_path_top_delay_cell "clkdlybuf4s50_1" \
    ys_async_sr_fraction_pct 0 \
    netlist_area_um2 4110 \
    core_um2 7850 \
    die_height_um 92.7 \
    largest_registers "myReg (16)" \
    crit_path_end "myReg[14]" \
    chipWidth_um 92.7 \
    synth_flops 16 \
    cp_slowest_stage_delay_ns 0.67 \
    setup_tns_ns 0 \
    warnings 43 \
    drc 0 \
    synthFlopType "dfxtp_1" \
    crit_chain "clkdlybuf4s50_1 -> inv_1 -> nor2_1 -> fa_1 -> fa_1 -> fa_1 -> inv_1 -> fa_1 -> inv_1 -> ha_1 -> o21ai_0 -> a21boi_1 -> nand4_1 -> o21ai_0 -> xnor2_1 -> o21ai_1" \
    fmax_mhz 174 \
    gp_congestion 1.01 \
    ys_cells 517 \
    largest_register_ffs 16 \
    drive_above_1_share_pct 6.68 \
    ir_worst_vdd_v 0.000283 \
    hold_class "input pin to flop" \
    numCtsBuffers 3 \
    setup_viol 0 \
    clk_pin_slew_ns 0.06 \
    powerDensity_nw_per_um2 205 \
    place_area_um2 4630 \
    cts_max_level 1 \
    wl_mm 12.5 \
    cts.sinks 16 \
    tritoncts "done" \
    area_growth_pct 13.8 \
    p_leak_nw 2.23 \
    crit_type "input pin to flop" \
    ys_types 59 \
    status "finished clean" \
    worst_hold_slack_ns 2.01 \
    top_register "myReg" \
    finalPower_uw 959 \
    rows 32 \
    first_pass_iters 4 \
    ctsHoldBuffers 0 \
    grt_remaining_overflow 0 \
    yosys_area_um2 4110 \
    grt_pass1_vias 3737 \
    startpoint_type "input pin" \
    postSynthCellCount 517 \
    fp-utilization_pct 52.4 \
    cp_common_cell "fa_1" \
    ant_nets 0 \
    rsz0062_at_grt "no" \
]
==> cells by family after synthesis <==
| kind of cell | count (synthesis) | synth area share, % |
|---|---|---|
| xor gates and xnor gates | 15 | 3.19 |
| DFF | 16 | 7.79 |
| adders and majority gates | 99 | 37.1 |
| buffers and inverters | 96 | 9.25 |
| AOI/OAI and AO/OA | 133 | 22.4 |
| muxes | 22 | 5.48 |
| and+or+nand+nor | 136 | 14.8 |
==> how the worst min path moves through the flow <==
stage	end	slack [ns]	cells after the start
global route	myReg[0]	2.03	2
CTS	myReg[0]	1.99	2
finish	myReg[0]	2.01	2
==> worst max-delay path, delay by kind of cell <==
kind / cells / cell delay [ns]
XOR/XNOR: 1 / 0.15
buffers and inverters: 4 / 1.02
AND-OR/OR-AND: 4 / 0.76
adder cells (fa/ha/maj): 5 / 2.37
AND/OR/NAND/NOR: 2 / 0.31
==> Yosys cell counts (4+ instances only) <==
master | instances | area share (%)
inv_1 | 73 | 6.7
nor2_1 | 67 | 6.1
ha_1 | 61 | 19
fa_1 | 38 | 18
a21oi_1 | 34 | 4.1
nand2_1 | 34 | 3.1
o21ai_0 | 22 | 2.7
mux2i_1 | 18 | 4.4
dfxtp_1 | 16 | 7.8
o21ai_1 | 13 | 1.6
xnor2_1 | 9 | 1.9
clkbuf_1 | 8 | 0.73
buf_2 | 7 | 0.85
nand3_1 | 7 | 0.85
o221ai_1 | 7 | 1.5
o21bai_1 | 6 | 1.1
o22ai_1 | 6 | 0.91
xor2_1 | 6 | 1.3
a211oi_1 | 5 | 0.91
a21o_1 | 5 | 0.91
a22oi_1 | 5 | 0.91
inv_2 | 5 | 0.46
nor2b_1 | 5 | 0.76
nor3_1 | 5 | 0.61
o211ai_1 | 5 | 0.91
a31oi_1 | 4 | 0.61
==> stage by stage <==
step / setup slack, ns / instances
finish: 0.461 / 657
global route: 0.104 / 656
CTS: 0.318 / 656
global placement: 0.114 / 653
detailed placement: 0.0892 / 653
floorplan: 0.948 / 517
==> cell usage in the layout, fill, tap and decap left out, types with 3 or more instances in the layout <==
cell,n
a211oi_1,5
a21oi_1,34
nand3_1,7
nor3_1,5
o21ai_0,22
o21bai_1,6
inv_2,5
fa_1,38
o211ai_1,5
mux2i_1,18
nand2b_1,3
o21ai_1,13
nor2_1,67
clkbuf_8,3
clkdlybuf4s50_1,35
nor4_1,3
ha_1,61
dfxtp_1,16
a21o_1,5
o22ai_1,6
nand2_1,34
mux2_1,3
xor2_1,6
a22oi_1,5
o221ai_1,7
xnor2_1,9
inv_1,73
a31oi_1,4
nor2b_1,5
buf_4,17
==> area by class of cell <==
type / count / area [um2] / share of cell area (%)
repair buffers: 52 / 478 / 10.2
clock buffers: 3 / 41.3 / 0.882
well taps: 102 / 128 / 2.73
diodes: 1 / 2.50 / 0.0534
flip-flops and latches: 16 / 320 / 6.84
multi-input cells: 405 / 3420 / 73.0
inverters: 78 / 293 / 6.25
==> repair_timing <==
item	4_1_cts	5_1_grt
setup buffers	0	0
gates resized	0	1
endpoints found under the setup margin	0	2
==> power by group <==
part	switching, mW	total [mW]	internal, mW
clock network	0.0359	0.0790	0.0431
logic	0.432	0.750	0.317
registers	0.00632	0.131	0.125
total	0.474	0.959	0.485
==> per-layer routing <==
metal  share of wire, %  routed length, um  vias to the layer above  global-route usage (%)
li1                   -                  -                     1844                       -
met1                 43               5380                     1825                    45.6
met2                 46               5750                      156                    50.2
met3                8.2               1030                       30                    9.19
met4                3.1                384                        0                    8.21
met5                  0                  0                        -                       0
Power figures rest on the tool's default switching activity, not on a simulated workload.
